**design/flow/constraint.sdc**
```tcl
current_design inst_decode

set clk_period 9.3
set clk_io_pct 0.2

create_clock -name clk0 -period $clk_period

set non_clock_inputs [all_inputs -no_clocks]
set_input_delay [expr $clk_period * $clk_io_pct] -clock clk0 $non_clock_inputs
set_output_delay [expr $clk_period * $clk_io_pct] -clock clk0 [all_outputs]
```
**design/flow/run.sh**
```bash
#!/bin/bash
# OpenROAD 26Q1-2900-gdf79404cd8, Yosys 0.63+post, stock flow scripts
make -C /OpenROAD-flow-scripts/flow DESIGN_CONFIG=/design/flow/config.mk WORK_HOME=/design/flow/orfs finish
```
**design/flow/config.mk**
```make
export PLATFORM = sky130hd
export DESIGN_NAME = inst_decode
export DESIGN_NICKNAME = inst_decode
export VERILOG_FILES = /design/flow/design.v
export SDC_FILE = /design/flow/constraint.sdc
export NUM_CORES = 4
export LEC_CHECK = 1
export CORE_AREA = 10 10 174 174
export DIE_AREA = 0 0 184 184
```
**design/flow/design.v**
```verilog
module inst_decode(
    input   wire                        clk_i,
    input   wire                        rst_n_i,
    input   wire [31:0]       inst_i,             
    input   wire [31:0]       inst_addr_i,        
    input   wire [31:0]        reg1_rdata_i,
    input   wire [31:0]        reg2_rdata_i,
    output  reg  [4:0]        reg1_raddr_o,
    output  reg  [4:0]        reg2_raddr_o,
    input   wire [31:0]        csr_rdata_i,
    output  reg  [31:0]        csr_raddr_o,  
    output  reg  [31:0]        op1_o,
    output  reg  [31:0]        op2_o,
    output  reg  [31:0]        offset_o,
    output  reg  [31:0]       inst_o,         
    output  reg  [31:0]       inst_addr_o,        
    output  reg                         reg_wen_o,             
    output  reg  [4:0]        reg_waddr_o,    
    output  reg                         csr_wen_o,        
    output  reg  [31:0]        csr_rdata_o,      
    output  reg  [31:0]        csr_waddr_o
);
logic [6:0]  func7;
logic [4:0]  rs2;
logic [4:0]  rs1;
logic [2:0]  func3;
logic [4:0]  rd;
logic [6:0]  opcode;
always_comb begin 
    func7   = inst_i [31:25];
    rs2     = inst_i [24:20];   
    rs1     = inst_i [19:15];   
    func3   = inst_i [14:12];   
    rd      = inst_i [11:7];  
    opcode  = inst_i [6:0]; 
end
always_comb begin
    inst_o          = inst_i;
    inst_addr_o     = inst_addr_i;
    csr_rdata_o     = csr_rdata_i;
    priority case (opcode)
        7'b0110011: begin
            offset_o        = 32'b0;
            csr_wen_o       = 1'b0;
            csr_raddr_o     = 32'b0;
            csr_waddr_o     = 32'b0;
            priority case (func3)
                 3'b000, 3'b000, 3'b001, 3'b010, 3'b011, 3'b100, 3'b101, 3'b101, 3'b110, 3'b111: begin
                    reg_wen_o       = 1'b1;
                    reg_waddr_o     = rd;
                    reg1_raddr_o    = rs1;
                    reg2_raddr_o    = rs2;
                    op1_o           = reg1_rdata_i;
                    op2_o           = reg2_rdata_i;
                end
                default: begin
                    reg_wen_o       = 1'b0;
                    reg_waddr_o     = 5'b0;
                    reg1_raddr_o    = 5'b0;
                    reg2_raddr_o    = 5'b0;
                    op1_o           = 32'b0;
                    op2_o           = 32'b0;
                end
            endcase
        end
        7'b0010011: begin
            offset_o        = 32'b0;
            csr_wen_o       = 1'b0;
            csr_raddr_o     = 32'b0;
            csr_waddr_o     = 32'b0;
            priority case (func3)
                3'b000, 3'b010, 3'b011, 3'b100, 3'b110, 3'b111, 3'b001, 3'b101, 3'b101: begin
                    reg_wen_o       = 1'b1;
                    reg_waddr_o     = rd;
                    reg1_raddr_o    = rs1;
                    reg2_raddr_o    = 5'b0;
                    op1_o           = reg1_rdata_i;
                    op2_o           = {{20{inst_i[31]}},inst_i[31:20]};
                end
                default: begin
                    reg_wen_o       = 1'b0;
                    reg_waddr_o     = 5'b0;
                    reg1_raddr_o    = 5'b0;
                    reg2_raddr_o    = 5'b0;
                    op1_o           = 32'b0;
                    op2_o           = 32'b0;
                end
            endcase
        end
        7'b0000011: begin
            offset_o        = 32'b0;
            csr_wen_o       = 1'b0;
            csr_raddr_o     = 32'b0;
            csr_waddr_o     = 32'b0;         
            priority case (func3)
                 3'b000, 3'b001, 3'b010, 3'b100, 3'b101: begin
                    reg_wen_o       = 1'b1;
                    reg_waddr_o     = rd;
                    reg1_raddr_o    = rs1;
                    reg2_raddr_o    = 5'b0;
                    op1_o           = reg1_rdata_i;
                    op2_o           = {{20{inst_i[31]}},inst_i[31:20]};
                end
                default: begin
                    reg_wen_o       = 1'b0;
                    reg_waddr_o     = 5'b0;
                    reg1_raddr_o    = 5'b0;
                    reg2_raddr_o    = 5'b0;
                    op1_o           = 32'b0;
                    op2_o           = 32'b0;
                end
            endcase
        end
        7'b1101111: begin
            reg_wen_o       = 1'b1;
            reg_waddr_o     = rd;
            reg1_raddr_o    = 5'b0;
            reg2_raddr_o    = 5'b0;
            op1_o           = inst_addr_i;
            op2_o           = 32'b0;
            offset_o        = {{12{inst_i[31]}}, inst_i[19:12], inst_i[20], inst_i[30:21], 1'b0};
            csr_wen_o       = 1'b0;
            csr_raddr_o     = 32'b0;
            csr_waddr_o     = 32'b0;
        end
        7'b1100111: begin
            reg_wen_o       = 1'b1;
            reg_waddr_o     = rd;
            reg1_raddr_o    = rs1;
            reg2_raddr_o    = 5'b0;
            op1_o           = reg1_rdata_i;
            op2_o           = inst_addr_i;
            offset_o        = {{20{inst_i[31]}}, inst_i[31:20]};
            csr_wen_o       = 1'b0;
            csr_raddr_o     = 32'b0;
            csr_waddr_o     = 32'b0;
        end
        7'b0100011: begin
            csr_wen_o       = 1'b0;
            csr_raddr_o     = 32'b0;
            csr_waddr_o     = 32'b0;
            priority case (func3)
                3'b000, 3'b001, 3'b010: begin
                    reg_wen_o       = 1'b1;
                    reg_waddr_o     = 5'b0;
                    reg1_raddr_o    = rs1;
                    reg2_raddr_o    = rs2;
                    op1_o           = reg1_rdata_i;
                    op2_o           = reg2_rdata_i;
                    offset_o        = {{20{inst_i[31]}},inst_i[31:25],inst_i[11:7]};
                end
                default: begin
                    reg_wen_o       = 1'b0;
                    reg_waddr_o     = 5'b0;
                    reg1_raddr_o    = 5'b0;
                    reg2_raddr_o    = 5'b0;
                    op1_o           = 32'b0;
                    op2_o           = 32'b0;
                    offset_o        = 32'b0;
                end
            endcase
        end
        7'b1100011: begin
            csr_wen_o       = 1'b0;
            csr_raddr_o     = 32'b0;
            csr_waddr_o     = 32'b0;
            priority case (func3)
                3'b000, 3'b001, 3'b100, 3'b101, 3'b110, 3'b111: begin
                    reg_wen_o       = 1'b1;
                    reg_waddr_o     = 5'b0;
                    reg1_raddr_o    = rs1;
                    reg2_raddr_o    = rs2;
                    op1_o           = reg1_rdata_i;
                    op2_o           = reg2_rdata_i;
                    offset_o        = {{20{inst_i[31]}},inst_i[7],inst_i[30:25],inst_i[11:8]};
                end
                default: begin
                    reg_wen_o       = 1'b0;
                    reg_waddr_o     = 5'b0;
                    reg1_raddr_o    = 5'b0;
                    reg2_raddr_o    = 5'b0;
                    op1_o           = 32'b0;
                    op2_o           = 32'b0;
                    offset_o        = 32'b0;
                end
            endcase
        end
        7'b0110111, 7'b0010111: begin
            reg_wen_o       = 1'b1;
            reg_waddr_o     = rd;
            reg1_raddr_o    = 5'b0;
            reg2_raddr_o    = 5'b0;
            op1_o           = {inst_i[31:12],12'b0};
            op2_o           = 32'b0;
            offset_o        = 32'b0;
            csr_wen_o       = 1'b0;
            csr_raddr_o     = 32'b0;
            csr_waddr_o     = 32'b0;
        end
        7'b1110011: begin
            priority case (func3)
                3'b001, 3'b010, 3'b011: begin
                    reg_wen_o       = 1'b1;
                    reg_waddr_o     = rd;
                    reg1_raddr_o    = rs1;
                    reg2_raddr_o    = 5'b0;
                    op1_o           = reg1_rdata_i;
                    op2_o           = 32'b0;
                    offset_o        = 32'b0;
                    csr_wen_o       = 1'b1;
                    csr_raddr_o     = {20'h0, inst_i[31:20]};
                    csr_waddr_o     = {20'h0, inst_i[31:20]};
                end
                3'b101, 3'b110, 3'b111: begin
                    reg_wen_o       = 1'b1;
                    reg_waddr_o     = rd;
                    reg1_raddr_o    = 5'b0;
                    reg2_raddr_o    = 5'b0;
                    op1_o           = {27'h0, inst_i[19:15]};
                    op2_o           = 32'b0;
                    offset_o        = 32'b0;
                    csr_wen_o       = 1'b1;
                    csr_raddr_o     = {20'h0, inst_i[31:20]};
                    csr_waddr_o     = {20'h0, inst_i[31:20]};
                end
                default: begin
                    reg_wen_o       = 1'b0;
                    reg_waddr_o     = 5'b0;
                    reg1_raddr_o    = 5'b0;
                    reg2_raddr_o    = 5'b0;
                    op1_o           = 32'b0;
                    op2_o           = 32'b0;
                    offset_o        = 32'b0;
                    csr_wen_o       = 1'b0;
                    csr_raddr_o     = 32'b0;
                    csr_waddr_o     = 32'b0;
                end
            endcase
        end
        8'b0000_1111: begin
            reg_wen_o       = 1'b0;
            reg_waddr_o     = 5'b0;
            reg1_raddr_o    = 5'b0;
            reg2_raddr_o    = 5'b0;
            op1_o           = inst_addr_i;
            op2_o           = 32'h4;
            offset_o        = 32'b0;
            csr_wen_o       = 1'b0;
            csr_raddr_o     = 32'b0;
            csr_waddr_o     = 32'b0;
        end
        default: begin
            reg_wen_o       = 1'b0;
            reg_waddr_o     = 5'b0;
            reg1_raddr_o    = 5'b0;
            reg2_raddr_o    = 5'b0;
            op1_o           = 32'b0;
            op2_o           = 32'b0;
            offset_o        = 32'b0;
            csr_wen_o       = 1'b0;
            csr_raddr_o     = 32'b0;
            csr_waddr_o     = 32'b0;
        end
    endcase
end
endmodule
```
==> run summary <==
flow finished, numbers: Final Hold Viols 0, standard cell core area 26,300 um^2, share of total power in combinational logic 100.0%, row count 59, Synth area leader buf_4, detailed-route wire length 22,600 um, placed wire-length estimate after detailed placement 18,400 um, met1 track demand over resource 13.7%, internal power 93.5 uW, largest net degree at the start of global routing 62, Final Critical Period 7.15 ns, Max Clock Freq 140 MHz, Total Die Area 33,900 um^2, remaining global-route overflow 0, post-cts resize count 0, Avg Inst Size Synth 6.91 um^2, gate count of the mapped netlist 454, Post-CTS Setup Bufs 0, post-route antenna net violation count 0, share of the yosys chip area belonging to registers 0%, critical path fanouts, max 61, leak pwr 0.00211 uW, clock buffers 0, number of slew-limit violations in the final report 0, endpoint arrival time on the critical path 5.29 ns, post-cts hold buffer count 0, fraction of the core area occupied by cells at floorplan 11.9%, number of vias per cell 4.25, n_diodes 0, chip area line of the yosys report 3140 um^2, top cells by area in the synthesized netlist buf_4 (38%), a222oi_1 (8.9%), a221o_1 (7.0%), DRC 0, fraction of power spent switching nets 39.9%, main logic family after synthesis buffers and inverters, path type of the worst setup path input port to output port, Max-Cap Viols 0, fraction of final layout cells with drive strength greater than 1 3.30%, worst slack on hold paths 3.72 ns, number of cells in the yosys synthesis report 454, mux share of post-synthesis cell area 0%, unrepaired setup endpoints after global routing false, and+or+nand+nor area frac 16.1%, synth-to-layout area growth 82.8%, proportion of power drawn by flip-flops and latches 0%, final-layout fill cell count 2,881, Final TNS setup 0 ns, post-synthesis instance area 3140 um^2, RePlAce Congestion 0.809, Compound-Gate Fraction of Synth Area 38.7%, xor/xnor share 0%, P_sw 62.1 uW, Slew headroom 46.0%, Final setup viols 0, GRT Resource Usage Total 12.2%, Unique cell types 47, total number of yosys warnings 1, clock share of power 0%, count of sequential standard cells 0, number of DRC violations after detailed-routing iteration 0 326, num ports 435, Worst Hold Launch csr_rdata_i[10], Yosys top cell area share 37.8%, first-pass GRT wire length 30,500 um, area share of fa/ha/maj cells after synthesis 0%, number of buffers added on ports 329, total number of vias 4,129, Startpoint Class input port, critical path data required time 7.44 ns, DRT Pass-1 Iters 7, pwr/cell area 27.1 nW/um^2, worst min-delay path class input port to output port, Least-Margin Pin Slew 0.805 ns, number of global-route vias before repair 4,212, VDD IR max 12.9 uV, beginning of the critical path inst_i[4], y dimension of the die 184 um, most used routing layer met2, Final Cycle Share 76.9%, met3 track demand over resource 4.24%, Wirelength per Cell 23.3 um, crit path capture type output port, met2 GRT Util 22.0%, initial antenna violation count 0, register area 0 um^2, Die X-Extent 184 um, warning total across the stage logs 34, outcome completed
cell type report:
cell class	count	area, um^2	area share [%]
multi-input combinational	289	1920	33.4
tap	335	419	7.31
inverter	8	30.0	0.524
timing repair buffer	339	3370	58.7
per-layer routing:
layer | share of wire, % | vias to the layer above
met5 | 0 | -
met2 | 50 | 316
li1 | - | 1845
met3 | 11 | 33
met1 | 37 | 1935
met4 | 1.9 | 0
worst max-delay path, stage by stage:
cell and delay [ns]:
clkdlybuf4s50_1 0.70, nand4b_1 0.57, nor3_4 0.50, buf_4 0.65
a222oi_1 0.23, o21ai_0 0.16, clkdlybuf4s50_1 0.53
metrics by stage:
| stage | utilization [%] | cells | setup slack, ns | power, uW | cell area [um^2] |
|---|---|---|---|---|---|
| finish | 21.8 | 971 | 2.15 | 156 | 5740 |
| global route | 21.8 | 971 | 1.88 | 168 | 5740 |
| CTS | 21.8 | 971 | 2.07 | 160 | 5740 |
| detailed placement | 21.8 | 971 | 2.06 | 159 | 5740 |
| global placement | 21.8 | 971 | 2.07 | 159 | 5740 |
| floorplan | - | 493 | 4.15 | 62.3 | 3280 |
power groups by stage:
stage | logic, uW | clock network (uW) | registers, uW
6_report | 156 | 0 | 0
5_1_grt | 168 | 0 | 0
4_1_cts | 160 | 0 | 0
layout by cell type, fill, tap and decap left out, types with 2 or more instances in the layout:
cell type and n:
o31ai_1 2, inv_1 8, a221o_1 22, and2_1 21, nor2b_1 6, a22o_1 16
conb_1 40, nor2_1 4, a222oi_1 28, nor4_1 2, o211ai_1 2, o21ai_1 5
nand4b_1 2, o21a_1 2, nand3b_1 2, nand2_1 45, o21ai_0 34, a21o_1 20
nor3_2 2, clkdlybuf4s50_1 329, a21oi_1 3, buf_4 10, a22oi_1 8, nor3_1 2
cell families after synthesis:
logic type / count (synthesis)
AND-OR/OR-AND: 152
AND/OR/NAND/NOR: 97
buffers and inverters: 204
other: 1
Yosys cell counts (3+ instances only):
cell / number
nand2_1: 45
buf_2: 20
nor3_1: 4
a221o_1: 22
a21o_1: 20
nor2b_1: 6
clkbuf_1: 12
o21ai_1: 5
a21oi_1: 3
inv_1: 8
and2_1: 21
a22oi_1: 8
a222oi_1: 28
nor2_1: 4
buf_6: 4
a22o_1: 16
o21ai_0: 34
buf_4: 158
path summary, 6_finish.rpt:
| kind | cells past startpoint | slack (ns) | to |
|---|---|---|---|
| setup / recovery | 7 | 2.15 | op1_o[14] |
| hold / removal | 0 | 3.72 | csr_rdata_o[10] |
No activity file was given, so power comes from the tool's default toggle rates.
