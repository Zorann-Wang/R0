## ./design.v

```verilog
module csr_reg (
    input   wire                        clk_i,
    input   wire                        rst_n_i,
    input   wire                        csr_wen_i,        
    input   wire [31:0]        csr_raddr_i,      
    input   wire [31:0]        csr_waddr_i, 
    input   wire [31:0]        csr_wdata_i,
    output  reg  [31:0]        csr_rdata_o,
    input   wire                        clint_wen_i,        
    input   wire [31:0]        clint_raddr_i,      
    input   wire [31:0]        clint_waddr_i, 
    input   wire [31:0]        clint_wdata_i,
    output  reg  [31:0]        clint_rdata_o,
    output  logic[31:0]        clint_csr_mtvec_o, 
    output  logic[31:0]        clint_csr_mepc_o, 
    output  logic[31:0]        clint_csr_mstatus_o
);
reg     [63:0]              cycle;
reg     [31:0]     mtvec;
reg     [31:0]     mcause;
reg     [31:0]     mepc;
reg     [31:0]     mie;
reg     [31:0]     mstatus;
reg     [31:0]     mscratch;
logic                       csr_wr_same_addr;
logic                       clint_wr_same_addr;
always_comb begin 
    csr_wr_same_addr    = ((csr_waddr_i[11:0] == csr_raddr_i[11:0]) && (csr_wen_i == 1'b1)) ? 1'b1 : 1'b0;
    clint_wr_same_addr  = ((clint_waddr_i[11:0] == clint_raddr_i[11:0]) && (clint_wen_i == 1'b1)) ? 1'b1 : 1'b0;
end
always_ff @( posedge clk_i ) begin 
    if (!rst_n_i) begin
        cycle <= 64'b0;
    end
    else begin
        cycle <= cycle + 1'b1;
    end
end
always_ff @( posedge clk_i ) begin 
    if (!rst_n_i) begin
        mtvec       <= 32'b0;
        mcause      <= 32'b0;
        mepc        <= 32'b0;
        mie         <= 32'b0;
        mstatus     <= 32'b0;
        mscratch    <= 32'b0;
    end
    else if (csr_wen_i) begin
        priority case (csr_waddr_i[11:0])
            12'h305: begin
                mtvec       <= csr_wdata_i;
                mcause      <= 32'b0;
                mepc        <= 32'b0;
                mie         <= 32'b0;
                mstatus     <= 32'b0;
                mscratch    <= 32'b0;
            end
            12'h342: begin
                mtvec       <= 32'b0;
                mcause      <= csr_wdata_i;
                mepc        <= 32'b0;
                mie         <= 32'b0;
                mstatus     <= 32'b0;
                mscratch    <= 32'b0;
            end
            12'h341: begin
                mtvec       <= 32'b0;
                mcause      <= 32'b0;
                mepc        <= csr_wdata_i;
                mie         <= 32'b0;
                mstatus     <= 32'b0;
                mscratch    <= 32'b0;
            end
            12'h304: begin
                mtvec       <= 32'b0;
                mcause      <= 32'b0;
                mepc        <= 32'b0;
                mie         <= csr_wdata_i;
                mstatus     <= 32'b0;
                mscratch    <= 32'b0;
            end
            12'h300: begin
                mtvec       <= 32'b0;
                mcause      <= 32'b0;
                mepc        <= 32'b0;
                mie         <= 32'b0;
                mstatus     <= csr_wdata_i;
                mscratch    <= 32'b0;
            end
            12'h340: begin
                mtvec       <= 32'b0;
                mcause      <= 32'b0;
                mepc        <= 32'b0;
                mie         <= 32'b0;
                mstatus     <= 32'b0;
                mscratch    <= csr_wdata_i;
            end
            default: begin
                mtvec       <= 32'b0;
                mcause      <= 32'b0;
                mepc        <= 32'b0;
                mie         <= 32'b0;
                mstatus     <= 32'b0;
                mscratch    <= 32'b0;
            end
        endcase
    end
    else if (clint_wen_i) begin
        priority case (clint_waddr_i[11:0])
            12'h305: begin
                mtvec       <= clint_wdata_i;
                mcause      <= 32'b0;
                mepc        <= 32'b0;
                mie         <= 32'b0;
                mstatus     <= 32'b0;
                mscratch    <= 32'b0;
            end
            12'h342: begin
                mtvec       <= 32'b0;
                mcause      <= clint_wdata_i;
                mepc        <= 32'b0;
                mie         <= 32'b0;
                mstatus     <= 32'b0;
                mscratch    <= 32'b0;
            end
            12'h341: begin
                mtvec       <= 32'b0;
                mcause      <= 32'b0;
                mepc        <= clint_wdata_i;
                mie         <= 32'b0;
                mstatus     <= 32'b0;
                mscratch    <= 32'b0;
            end
            12'h304: begin
                mtvec       <= 32'b0;
                mcause      <= 32'b0;
                mepc        <= 32'b0;
                mie         <= clint_wdata_i;
                mstatus     <= 32'b0;
                mscratch    <= 32'b0;
            end
            12'h300: begin
                mtvec       <= 32'b0;
                mcause      <= 32'b0;
                mepc        <= 32'b0;
                mie         <= 32'b0;
                mstatus     <= clint_wdata_i;
                mscratch    <= 32'b0;
            end
            12'h340: begin
                mtvec       <= 32'b0;
                mcause      <= 32'b0;
                mepc        <= 32'b0;
                mie         <= 32'b0;
                mstatus     <= 32'b0;
                mscratch    <= clint_wdata_i;
            end
            default: begin
                mtvec       <= 32'b0;
                mcause      <= 32'b0;
                mepc        <= 32'b0;
                mie         <= 32'b0;
                mstatus     <= 32'b0;
                mscratch    <= 32'b0;
            end
        endcase
    end
end
always_comb begin 
    if (csr_wr_same_addr) begin
        csr_rdata_o = csr_wdata_i;
    end
    else begin
        priority case (csr_raddr_i[11:0])
            12'hc00: begin
                csr_rdata_o = cycle[31:0];
            end
            12'hc80: begin
                csr_rdata_o = cycle[63:32];
            end
            12'h305: begin
                csr_rdata_o = mtvec;
            end
            12'h342: begin
                csr_rdata_o = mcause;
            end
            12'h341: begin
                csr_rdata_o = mepc;
            end
            12'h304: begin
                csr_rdata_o = mie;
            end
            12'h300: begin
                csr_rdata_o = mstatus;
            end
            12'h340: begin
                csr_rdata_o = mscratch;
            end
            default: begin
                csr_rdata_o = 32'b0;
            end
        endcase
    end
end
always_comb begin 
    if (clint_wr_same_addr) begin
        clint_rdata_o = clint_wdata_i;
    end
    else begin
        priority case (clint_raddr_i[11:0])
            12'hc00: begin
                clint_rdata_o = cycle[31:0];
            end
            12'hc80: begin
                clint_rdata_o = cycle[63:32];
            end
            12'h305: begin
                clint_rdata_o = mtvec;
            end
            12'h342: begin
                clint_rdata_o = mcause;
            end
            12'h341: begin
                clint_rdata_o = mepc;
            end
            12'h304: begin
                clint_rdata_o = mie;
            end
            12'h300: begin
                clint_rdata_o = mstatus;
            end
            12'h340: begin
                clint_rdata_o = mscratch;
            end
            default: begin
                clint_rdata_o = 32'b0;
            end
        endcase
    end
end
endmodule
```

## ./run.sh

```bash
#!/bin/bash
# OpenROAD 26Q1-2900-gdf79404cd8, Yosys 0.63+post, stock flow scripts
make -C /OpenROAD-flow-scripts/flow DESIGN_CONFIG=/design/flow/config.mk WORK_HOME=/design/flow/orfs finish
```

## ./config.mk

```make
export PLATFORM = sky130hd
export DESIGN_NAME = csr_reg
export DESIGN_NICKNAME = csr_reg
export VERILOG_FILES = /design/flow/design.v
export SDC_FILE = /design/flow/constraint.sdc
export NUM_CORES = 4
export LEC_CHECK = 1
export CORE_UTILIZATION = 40
```

## ./constraint.sdc

```tcl
current_design csr_reg

set clk_period 8.9
set clk_io_pct 0.2

create_clock -name clk0 -period $clk_period [get_ports {clk_i}]

set non_clock_inputs [all_inputs -no_clocks]
set_input_delay [expr $clk_period * $clk_io_pct] -clock clk0 $non_clock_inputs
set_output_delay [expr $clk_period * $clk_io_pct] -clock clk0 [all_outputs]
```

==> run_results.csv <==
group,metric,value,unit
setup_path,arrival,5.48,ns
cts,clock-sinks,256,
timing,layout_worst_path_cycle_share,81.6,%
synth,post_synth.cell_area_avg,7.89,sq um
synth,post-synth-top-area-cell,"dfxtp_1",
cts,quantity_of_gates_resized_following_cts,0,
layout,finalInstanceArea,0.0195,sq mm
run,drv.max_cap_violation_count,0,
floorplan,boundaryPins,356,
synth,async_reset_ff_share,0,%
cts,ctsHtreeMaxLevel,1,
synth,edf_count,0,
cts,clock_insertion_delay_worst_skew,0.56,ns
placement,gp_routability_congestion,0.977,
synth,ys_sh_aoi,26.8,%
synth,synth.comb.largest_family,"AND-OR/OR-AND gates",
setup_path,path_max_fanout,26,
cts,clock_tree.root_cell,"clkbuf_16",
pwr,power_frac_comb,11.6,%
floorplan,placementRows,74,
synth,ys_top_cells_by_area,"dfxtp_1, mux2i_1, nand2_1",
grt,gr-total-overflow,0,
timing,final_max_slew_viol_count,0,
drt,drt_wirelength,71000,microns
synth,synth_top_area_share,30.6,%
grt,grt_max_degree,60,
floorplan,initial_utilization,40.8,%
floorplan,core_area,0.0410,sq mm
placement,dpl_cell_area,0.0186,sq mm
cts,tritoncts,"built",
pwr,p_sw_share,26.3,%
synth,mux_area_share,10.8,%
drt,firstDrtPassIters,18,
drt,drtAntennaViolNets,0,
synth,synth.yosys.warnings,97,
timing,slew-limit-headroom,41.7,%
synth,synth-xor-area-share,2.93,%
pwr,power.leakage,0.00711,uW
layout,drive_gt1_share,8.05,%
drt,post_drt_via_cell_ratio,6.49,
synth,synth-main-ff-cell,"dfxtp_1",
setup_path,critPathLaunchType,"input port",
setup_path,worst_setup_path_end_kind,"primary output",
timing,final_hold_viol_count,0,
layout,fillerInstances,3830,
drt,dr.first_iter.drc_count,1975,
cts,cts_hold_buf,0,
pwr,power_report.internal_total,2010,uW
floorplan,die_w,207,microns
layout,area.growth.synth_to_final,16.7,%
cts,cts_setup_buffers,0,
timing,clock_skew,0.0124,ns
cts,clk_path_buf_depth,3,
grt,gr-usage-all-layers,33.4,%
pwr,switchingPower,717,uW
setup_path,worst_ep_required_time,7.12,ns
pwr,cellPowerDensity,140,mW/mm^2
grt,via_count_of_the_first_global_routing_pass,16458,
timing,finalSetupTns,0,ns
run,stage_log_warnings,105,
pwr,pwr-share-seq,43.4,%
floorplan,die_area,0.0427,sq mm
floorplan,dieHeight,207,microns
drt,vias,17810,
hold_path,class_of_the_tightest_hold_or_removal_check,"flop to flop",
pwr,power.clock.fraction,45.0,%
timing,fmaxAchievable,0.138,GHz
synth,synth_area,0.0167,sq mm
drt,detail_route.wl_per_cell,25.9,microns
grt,first_pass_grt_wire_length,104000,microns
pwr,maximum_resistive_drop_on_vdd,153,uV
timing,rsz_0062_raised_after_global_routing,"false",
cts,clkSlewWorstSetupHoldPaths,0.06,ns
cts,numCtsBuffers,30,
synth,synth_simple_gate_area_share,18.9,%
synth,synth-adder-area-share,0.135,%
synth,synth.yosys.chip_area,0.0167,sq mm
synth,yosys_register_bits,256,
grt,grt_antenna_before_repair,2,
placement,port_buffers,179,
synth,ys_cells,2122,
timing,period_minus_slack,7.26,ns
placement,hpwlAfterDp,42200,microns
synth,ys_types,60,
layout,post_route_utilization,47.6,%
timing,final-setup-viol-count,0,
setup_path,critPathKind,"input port to primary output",
run_status,result_of_the_run,"complete, no violations",
synth,yosys.stat.seqShare,30.6,%
timing,worstMarginPinSlew,0.874,ns
drt,route.detailed.drc,0,
synth,postSynthCellCount,2122,
-- registers in the layout, summed over array words and instances (netlist names) --
signal / flops
mtvec: 32
mcause: 32
mstatus: 32
mscratch: 32
cycle: 64
mie: 32
mepc: 32
-- cell type report --
type                    count  area, sq um  share of cell area (%)
well taps                 532          666                    3.41
diodes                      1         2.50                  0.0128
clock inverters             5         50.0                   0.256
multi-input cells        1625        10400                    53.5
repair buffers            232         2150                    11.0
inverters                  45          171                   0.878
flip-flops and latches    256         5120                    26.2
clock buffers              49          913                    4.68
-- power groups by stage --
| stage | Combinational, uW | Sequential [uW] | Clock, uW |
|---|---|---|---|
| after CTS | 307 | 1180 | 1230 |
| final | 316 | 1180 | 1230 |
| after global routing | 333 | 1190 | 1280 |
-- placed cells by master (no fill, tap or decap), types with 6 or more instances in the layout --
cell / instances
o32ai_1: 33
a221oi_1: 73
o31ai_1: 14
xnor2_1: 40
nor4_2: 6
a222oi_1: 33
buf_4: 54
conb_1: 96
o211ai_1: 6
and3_1: 11
nor3_1: 71
clkbuf_1: 11
and2_1: 6
inv_1: 44
nand2_1: 222
nor4_1: 48
o21ai_0: 107
dfxtp_1: 256
a21oi_1: 128
nor2_2: 6
nor2_1: 140
clkbuf_16: 31
nand3_1: 30
xor2_1: 16
o22ai_1: 39
mux2i_1: 138
mux2_2: 38
clkdlybuf4s50_1: 171
a21boi_0: 32
or4_1: 19
a22o_1: 42
a22oi_1: 104
clkbuf_8: 7
o2bb2ai_1: 12
a32oi_1: 12
buf_2: 7
nand4_1: 27
or3_1: 23
-- final timing paths --
kind / startpoint / to / slack, ns / cells after the start
hold / removal: mtvec[16] / mtvec[16] / 0.50 / 2
setup reg to reg: cycle[0] / cycle[54] / 6.04 / 6
hold reg to reg: mtvec[16] / mtvec[16] / 0.50 / 2
setup / recovery: clint_raddr_i[10] / clint_rdata_o[31] / 1.64 / 9
-- layer usage --
metal / vias to the layer above / part of all wire [%] / track usage (%)
li1: 7949 / - / -
met1: 8383 / 41 / 47.7
met2: 1253 / 42 / 47.8
met3: 223 / 13 / 10.5
met4: 2 / 4.4 / 12.8
met5: - / 0.018 / 0
-- cells by family after synthesis --
family                     after synthesis
AOI/OAI and AO/OA                      642
DFF                                    256
buffers and inverters                  336
xor gates and xnor gates                56
muxes                                  176
adders and majority gates                2
and+or+nand+nor                        653
other                                    1
-- per-stage QoR --
stage	std cells	setup WS, ns	hold slack (ns)	power, uW
2_1_floorplan	2217	3.55	0.447	1390
3_3_place_gp	2690	1.74	0.479	1510
3_5_place_dp	2690	1.73	0.493	1510
4_1_cts	2744	1.69	0.506	2720
5_1_grt	2744	1.52	0.529	2800
6_report	2745	1.64	0.505	2720
-- cells in the mapped netlist (all sizes together) (4+ instances only) --
cell / n
or4: 20
a21oi: 128
inv: 45
nand2b: 4
or3: 23
mux2i: 138
xnor2: 40
xor2: 16
nor4bb: 4
o21ai: 107
a221oi: 73
a22oi: 104
dfxtp: 256
o2bb2ai: 12
nor2: 147
nand2: 222
nor2b: 6
a32oi: 12
o32ai: 33
nand3: 30
nor4: 55
clkbuf: 174
nor3: 74
a222oi: 33
and3: 11
a22o: 42
o22ai: 39
buf: 117
and4: 5
or4b: 4
nand4: 29
o31ai: 14
o211ai: 6
a21boi: 32
mux2: 38
and2: 6
-- worst max-delay path, stage by stage --
cell             delay (ns)
clkdlybuf4s50_1        0.47
nand4bb_1              0.44
or4_1                  0.58
buf_4                  0.25
a21oi_1                0.21
o211ai_1               0.12
buf_4                  0.28
o21ai_0                0.70
clkdlybuf4s50_1        0.61
Power is estimated from default activity; no workload was simulated.
